==> /design/flow/design.v <==
module mem_wb (
    input  logic        clk,
    input  logic        reset,
    input  logic [31:0] mem_data,
    input  logic [31:0] mem_alu_result,
    input  logic [4:0]  mem_rd,
    input  logic        mem_reg_write,
    input  logic        mem_mem_to_reg,
    input  logic        mem_jal,
    input  logic [31:0] mem_pc_plus4,
    output logic [31:0] wb_mem_data,
    output logic [31:0] wb_alu_result,
    output logic [4:0]  wb_rd,
    output logic        wb_reg_write,
    output logic        wb_mem_to_reg,
    output logic        wb_jal,
    output logic [31:0] wb_pc_plus4
);
always_ff @(posedge clk or posedge reset) begin
    if (reset) begin
        wb_mem_data       <= 32'b0;
        wb_alu_result     <= 32'b0;
        wb_rd             <= 5'b0;
        wb_reg_write      <= 1'b0;
        wb_mem_to_reg     <= 1'b0;
        wb_jal            <= 1'b0;
        wb_pc_plus4       <= 32'b0;
    end else begin
        wb_mem_data       <= mem_data;
        wb_alu_result     <= mem_alu_result;
        wb_rd             <= mem_rd;
        wb_reg_write      <= mem_reg_write;
        wb_mem_to_reg     <= mem_mem_to_reg;
        wb_jal            <= mem_jal;
        wb_pc_plus4       <= mem_pc_plus4;
    end
end 
endmodule
==> /design/flow/run.sh <==
#!/bin/bash
# OpenROAD 26Q1-2900-gdf79404cd8, Yosys 0.63+post, stock flow scripts
make -C /OpenROAD-flow-scripts/flow DESIGN_CONFIG=/design/flow/config.mk WORK_HOME=/design/flow/orfs finish
==> /design/flow/config.mk <==
export PLATFORM = sky130hd
export DESIGN_NAME = mem_wb
export DESIGN_NICKNAME = mem_wb
export VERILOG_FILES = /design/flow/design.v
export SDC_FILE = /design/flow/constraint.sdc
export NUM_CORES = 4
export LEC_CHECK = 1
export CORE_UTILIZATION = 30
==> /design/flow/constraint.sdc <==
current_design mem_wb

set clk_period 1.0
set clk_io_pct 0.2

create_clock -name clk0 -period $clk_period [get_ports {clk}]

set non_clock_inputs [all_inputs -no_clocks]
set_input_delay [expr $clk_period * $clk_io_pct] -clock clk0 $non_clock_inputs
set_output_delay [expr $clk_period * $clk_io_pct] -clock clk0 [all_outputs]
==> results.sh <==
# yosys + openroad results
export IMPL_route_vias_total=1704
export IMPL_clkTransAtPathRegs_ns=0.10
export IMPL_grt_pass1_vias=1744
export IMPL_grt_usage_pct=13.6
export IMPL_htree_levels=3
export IMPL_critPathLaunchType="flip-flop"
export IMPL_p_int_w=0.00592
export IMPL_cp_end_kind="output pin"
export IMPL_crit_start="wb_mem_data[24]$_DFF_PP0_"
export IMPL_postRouteAntennaNets=0
export IMPL_violations="negative setup slack"
export IMPL_wl_mm=6.06
export IMPL_io_buffer_count=209
export IMPL_antenna_found_initial=0
export IMPL_fmax_mhz=967
export IMPL_status="finished with violations"
export IMPL_peakVddDrop_mv=0.709
export IMPL_chipArea_um2=9060
export IMPL_drtIter0Drc=43
export IMPL_fin_crit_sh_pct=103
export IMPL_clock_sinks=104
export IMPL_finalSetupTns_ns=-2.05
export IMPL_worst_path_buf_inv=1
export IMPL_crit_chain="buf_2"
export IMPL_synth_yosys_warnings=1
export IMPL_cts_buffer_depth=2
export IMPL_synth_cell_type_count=2
export IMPL_nFillCells=721
export IMPL_grt_overflow=0
export IMPL_place_inst=423
export IMPL_seqPwrFrac_pct=59.5
export IMPL_num_multi_input_gates=0
export IMPL_synth_area_um2=2610
export IMPL_cts_hold_buf=0
export IMPL_cts_root_buffer="clkbuf_8"
export IMPL_tritoncts="built"
export IMPL_vias_per_cell=3.88
export IMPL_critPathKind="flip-flop to output pin"
export IMPL_maxSlewHeadroom_pct=84.4
export IMPL_antennaDiodeCount=0
export IMPL_hpwlAfterDp_mm=4.70
export IMPL_grt_max_degree=46
export IMPL_worstPathArrival_ns=0.83
export IMPL_slowest_stage="dfrtp_1"
export IMPL_p_sw_w=0.00157
export IMPL_p_per_area_nw_per_um2=1650
export IMPL_cp_required_ns=0.80
export IMPL_crit_path_max_fanout=1
export IMPL_ys_seq_share_pct=99.9
export IMPL_utilization_pct=54.8
export IMPL_setup_viol=104
export IMPL_ys_cells=105
export IMPL_sw_frac_of_total_pct=21.0
export IMPL_min_to="wb_alu_result[31]$_DFF_PP0_"
export IMPL_synth_cells=105
export IMPL_drc=0
export IMPL_total_leakage_power_nw=2.15
export IMPL_cap_violations=0
export IMPL_fin_cells=439
export IMPL_rows=33
export IMPL_routedWlPerCell_um=13.8
export IMPL_setup_ws_ns=-0.0344
export IMPL_die_w_um=95.2
export IMPL_hold_start="mem_alu_result[31]"
export IMPL_fp_util_pct=31.4
export IMPL_cp_num_cells=1
export IMPL_placed_area_um2=4890
export IMPL_hold_viol_final=0
export IMPL_worst_slew_pin_slew_ns=0.235
export IMPL_ioPinCount=210
export IMPL_worstHoldPathType="input port to flip-flop"
export IMPL_syn_avg_cell_area_um2=24.8
export IMPL_logic_area_um2=0
export IMPL_cp_top_family="flip-flops"
export IMPL_pwr_share_comb_pct=9.0
export IMPL_place_congestion=0.753
export IMPL_period_minus_slack_ns=1.03
export IMPL_log_warning_count=28
export IMPL_finish_instance_area_um2=4550
export IMPL_rsz0062_at_grt="yes"
export IMPL_drive_above_1_share_pct=37.1
export IMPL_hold_path_depth=1
export IMPL_grt_pass1_wl_mm=8.96
export IMPL_maxSlewViolCount=0
export IMPL_critPathMaxStageDelay_ns=0.37
export IMPL_clkPwrFrac_pct=31.6
export IMPL_area_growth_pct=74.5
export IMPL_yosys_area_um2=2610
export IMPL_ys_ff=104
export IMPL_cts_inserted_buffers=9
export IMPL_coreArea_um2=8300
export IMPL_die_h_um=95.2
export IMPL_reg_top3="wb_alu_result: 32 flops, wb_mem_data: 32 flops, wb_pc_plus4: 32 flops"
export IMPL_drt_first_pass_iters=2
export IMPL_timing_hold_ws_ns=0.272
## cells in the final DEF (no fill, tap or decap)
cell,netlist,final
buf_4,0,2
clkinv_2,0,1
buf_2,0,104
buf_12,0,2
inv_6,0,3
clkbuf_8,0,10
dfrtp_1,104,104
clkbuf_1,0,1
clkdlybuf4s50_1,0,105
clkinvlp_4,0,2
## through the flow
step                total power, W  setup WS (ns)
finish                     0.00749        -0.0344
global route               0.00788         -0.100
CTS                        0.00763        -0.0723
detailed placement         0.00545        0.00632
global placement           0.00544       0.000818
floorplan                  0.00456         -0.446
## Yosys cell counts, drive strengths merged
master,number,area share [%]
dfrtp,104,100
inv,1,0.14
## metal layers
layer	wire length [um]	up-vias	GRT usage, %
met1	2010	804	18.1
met3	893	11	5.52
met5	0	-	0
met2	3040	120	22.0
met4	108	0	2.40
li1	-	769	-
## what timing repair did
| item | 4_1_cts | 5_1_grt |
|---|---|---|
| endpoints found under the hold margin | 0 | 0 |
| setup buffers | 0 | 0 |
| endpoints found under the setup margin | 104 | 104 |
| gates resized | 318 | 0 |
## worst max path at each step
stage                          endpoint  slack [ns]
final                   wb_mem_data[24]       -0.03
after global routing   wb_alu_result[4]       -0.10
after CTS             wb_alu_result[19]       -0.07
## kinds of logic after synthesis
group / Yosys count / share of synthesized area [%]
flops: 104 / 99.9
buf+inv: 1 / 0.144
## power groups by stage
stage     logic (W)  registers [W]  clock network, W
4_1_cts    0.000693        0.00446           0.00248
5_1_grt    0.000748        0.00448           0.00266
6_report   0.000671        0.00445           0.00236
## final cells by class
cell class | instances | area [um2] | area share (%)
Inverter | 1 | 7.51 | 0.165
Clock inverter | 5 | 38.8 | 0.853
Sequential cell | 104 | 2600 | 57.2
Tap cell | 105 | 131 | 2.89
Timing Repair Buffer | 213 | 1630 | 35.8
Clock buffer | 11 | 141 | 3.11
Power is estimated from default activity; no workload was simulated.
