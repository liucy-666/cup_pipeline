<file path="./run.sh">
#!/bin/bash
# OpenROAD 26Q1-2900-gdf79404cd8, Yosys 0.63+post, stock flow scripts
make -C /OpenROAD-flow-scripts/flow DESIGN_CONFIG=/design/flow/config.mk WORK_HOME=/design/flow/orfs finish
</file>
<file path="./config.mk">
export PLATFORM = sky130hd
export DESIGN_NAME = ex_stage
export DESIGN_NICKNAME = ex_stage
export VERILOG_FILES = /design/flow/design.v
export SDC_FILE = /design/flow/constraint.sdc
export NUM_CORES = 4
export LEC_CHECK = 1
export CORE_UTILIZATION = 30
</file>
<file path="./constraint.sdc">
current_design ex_stage

set clk_period 42.1
set clk_io_pct 0.2

create_clock -name clk0 -period $clk_period

set non_clock_inputs [all_inputs -no_clocks]
set_input_delay [expr $clk_period * $clk_io_pct] -clock clk0 $non_clock_inputs
set_output_delay [expr $clk_period * $clk_io_pct] -clock clk0 [all_outputs]
</file>
<file path="./design.v">
module alu (
    input  logic [31:0] a,
    input  logic [31:0] b,
    input  logic [3:0]  alu_ctrl,
    output logic [31:0] result,
    output logic        zero
);
    localparam ALU_AND = 4'b0000;
    localparam ALU_OR  = 4'b0001;
    localparam ALU_ADD = 4'b0010;
    localparam ALU_XOR = 4'b0011;
    localparam ALU_SUB = 4'b0110;
    localparam ALU_SLT = 4'b0111;
    localparam ALU_SLL = 4'b1000;
    localparam ALU_LUI = 4'b1001;
    localparam ALU_SRL = 4'b1010;
    localparam ALU_SRA = 4'b1011;
    always_comb begin
        case (alu_ctrl)
            ALU_ADD: result = a + b;
            ALU_SUB: result = a - b;
            ALU_AND: result = a & b;
            ALU_OR : result = a | b;
            ALU_XOR: result = a ^ b;
            ALU_SLT: result = ($signed(a) < $signed(b)) ? 32'd1 : 32'd0;
            ALU_SLL: result = b << a[4:0];
            ALU_SRL: result = b >> a[4:0];
            ALU_SRA: result = $signed(b) >>> a[4:0];
            ALU_LUI: result = b << 16;
            default: result = 32'd0;
        endcase
    end
    assign zero = (result == 32'd0);
endmodule
module ex_stage (
    input  logic [31:0] rd1,
    input  logic [31:0] rd2,
    input  logic [31:0] imm,
    input  logic [4:0]  shamt,   
    input  logic [4:0]  rt,
    input  logic [4:0]  rd,
    input  logic        alusrc,
    input  logic        regdst,
    input  logic [3:0]  alu_ctrl,
    input  logic [1:0]  forwardA,
    input  logic [1:0]  forwardB,
    input  logic [31:0] exmem_aluout,
    input  logic [31:0] memwb_wdata,
    input logic         is_branch,
    input logic         is_branch_ne,
    input logic         jump,
    input logic         is_jr,
    input logic         jal,
    output logic [31:0] alu_result,
    output logic        alu_zero,
    output logic [4:0]  writereg,
    output logic branch_taken,
    output logic [31:0] jump_target,
    output logic [31:0] store_data
);
    logic [31:0] alu_in1, alu_in2;
    logic [31:0] alu_src_b;
    assign branch_taken = (is_branch    &&  alu_zero) || (is_branch_ne && !alu_zero);
    assign jump_target = rd1;
    always_comb begin
        case (forwardA)
            2'b00: alu_in1 = rd1;
            2'b10: alu_in1 = exmem_aluout;
            2'b01: alu_in1 = memwb_wdata;
            default: alu_in1 = rd1;
        endcase
        case (forwardB)
            2'b00: alu_in2 = rd2;
            2'b10: alu_in2 = exmem_aluout;
            2'b01: alu_in2 = memwb_wdata;
            default: alu_in2 = rd2;
        endcase
    end
    always_comb begin
        if (alu_ctrl == 4'b1000 ||  
            alu_ctrl == 4'b1010 ||  
            alu_ctrl == 4'b1011)    
            alu_src_b = {27'b0, shamt};
        else
            alu_src_b = alusrc ? imm : alu_in2;
    end
    alu u_alu (
        .a        (alu_in1),
        .b        (alu_src_b),
        .alu_ctrl (alu_ctrl),
        .result   (alu_result),
        .zero     (alu_zero)
    );
    logic [31:0] store_data_fwd;
    always_comb begin
    case (forwardB)
        2'b00: store_data_fwd = rd2;
        2'b10: store_data_fwd = exmem_aluout;
        2'b01: store_data_fwd = memwb_wdata;
        default: store_data_fwd = rd2;
    endcase
    end
    assign store_data = store_data_fwd;
    assign writereg = regdst ? rd : rt;
endmodule
</file>
==> flow_summary.yaml <==
# implementation run metrics
worst_setup_path:
  worstSetupEndpointType: "primary output"
  critPathBufInv: 6
  slowest_delay_ps: 490
  crit_path_top_delay_cell: "fa_1"
  critPathTopFamily: "simple AND/OR/NAND/NOR gates"
  crit_chain: "clkdlybuf4s50_1, inv_1, ha_2, buf_4, nand2b_1, nand2_1, buf_4, bufinv_8, ha_1, fa_1, a21oi_1, o221a_2, nor3_1, nor2_1, xnor2_1, a221oi_1, o21ai_0, nor3_1, nand4_1, nor4_1, and2_2, mux2_1, clkdlybuf4s50_1"
  cp.arrival_ps: 15810
  critPathMaxFanout: 66
  startpoint_type: "primary input"
  crit_type: "primary input to primary output"
  critical_path.startpoint: "forwardA[0]"
  crit_required_ps: 33680
global_routing:
  grt_overflow: 0
  grt_pass1_wl_um: 80600
  grt_pass1_vias: 12600
  grt_max_degree: 67
  antenna_found_initial: 1
  grt_use_total: 0.320
power_and_ir_drop:
  switching_share: 0.609
  vdd_drop_max_uv: 12.2
  clkPwrFrac: 0
  internal_power_mw: 0.114
  p_sw_mw: 0.177
  p_leak_nw: 5.19
  p_per_area_nw_per_um2: 22.1
  seqPwrFrac: 0
  p_comb_frac: 1.000
routing:
  vias_per_cell: 6.13
  wl_per_cell_um: 25.0
  firstDrtPassIters: 5
  remaining_drc_errors: 0
  finalWirelength_um: 55300
  postRouteAntennaNets: 0
  vias: 13600
  antenna_cells: 0
  drt_iter0_markers: 1571
timing:
  hold_viol_final: 0
  worst_slack_ps: 17870
  min_period_over_period: 0.575
  rsz0062_at_grt: "no"
  final_max_slew_viol_count: 0
  hold_ws_ps: 17660
  fmax_ghz: 0.0413
  tightest_slew_ps: 955
  setup_tns_ps: 0
  setup_viol: 0
  slew_headroom: 0.357
  fin_crit_ps: 24230
clock_tree:
  cts_resized: 0
  holdBufCountCts: 0
  post-cts-setup-buffer-count: 0
logic_synthesis:
  netlist_area_um2: 10100
  yosysCellCount: 1588
  ys_sh_adder: 0.130
  ys_area_um2: 10100
  synth_cells: 1588
  postSynthAreaPerCell_um2: 6.34
  logic_family: "AND-OR/OR-AND gates"
  simple_gate_share: 0.255
  ys_sh_aoi: 0.424
  postSynthSeqShare: 0
  synth_cell_type_count: 85
  ys_sh_xor: 0.0104
  ys_sh_mux: 0.0620
  synth_warnings: 2
layout:
  drive_gt1_frac: 0.0530
  seq_area_um2: 0
  clkbuf_count: 0
  area_growth_pct: 30.5
  instances_no_fill: 2214
  final_cell_mix: "288 x clkdlybuf4s50_1, 180 x nand2_1, 124 x o21ai_0"
  seq_cell_count: 0
  lay_top_count: "clkdlybuf4s50_1"
  n_fill_cell: 3500
floorplanning:
  rows: 66
  floorplan.core_util: 0.307
  core-area_um2: 32800
  die_area_um2: 34300
  die_x_um: 185
  die_height_um: 185
  pin_count: 293
run:
  tool_warnings: 102
  drv_cap: 0
placed_design:
  dp.cells: 2214
  dp_hpwl_um: 45000
  io_buffers: 290
  gp_congestion: 1.03
  pre_cts_ws_ps: 18130
min_path:
  hold_path_class: "primary input to primary output"
  hp-start: "rd1[9]"
outcome:
  status: "finished clean"
layer usage:
layer	share of wire	wire (µm)	up-vias	global-route usage
li1	-	-	6296	-
met1	0.43	23600	6448	0.452
met2	0.45	24700	757	0.495
met3	0.10	5580	72	0.0723
met4	0.025	1370	0	0.0688
met5	0	0	-	0
power groups by stage:
stage	Sequential [mW]	Clock, mW	Combinational [mW]
after CTS	0	0	0.283
after global routing	0	0	0.311
final	0	0	0.291
layout make-up:
class | count | area [µm²] | share of cell area
multi-input combinational | 1315 | 8890 | 0.677
timing repair buffer | 331 | 3200 | 0.244
inverter | 126 | 487 | 0.0371
tap | 442 | 553 | 0.0421
logic make-up after synthesis:
kind of cell,Yosys count
AND-OR/OR-AND,619
AND/OR/NAND/NOR,528
buffers and inverters,273
adder cells (fa/ha/maj),103
multiplexers,53
XOR/XNOR,12
per-stage QoR:
stage               power [mW]  utilization  cell area (µm²)
floorplan                0.167            -            10100
global placement         0.282        0.401            13100
detailed placement       0.282        0.401            13100
CTS                      0.283        0.401            13100
global route             0.311        0.401            13100
finish                   0.291        0.401            13100
cells in the mapped netlist, drive strengths merged, types with 12 or more instances:
cell type  count  share of area
a211oi        23          0.017
a21o          12         0.0090
a21oi        105          0.052
a221o         15          0.015
a22oi         72          0.054
a31oi         16         0.0099
and2          30          0.019
buf           61          0.038
clkbuf        86          0.032
ha           101           0.13
inv          122          0.045
mux2          15          0.017
mux2i         32          0.032
nand2        180          0.067
nand2b        33          0.021
nand3         56          0.028
nand4         23          0.014
nor2          90          0.034
nor2b         18          0.011
nor3          29          0.014
nor4          21          0.013
o211ai        36          0.027
o21a          19          0.014
o21ai        130          0.065
o221ai        18          0.016
o22ai         26          0.016
o31ai         22          0.016
xnor2         12          0.010
worst paths after layout:
| kind | endpoint | slack [ps] | cells after the start |
|---|---|---|---|
| setup / recovery | branch_taken | 17870 | 23 |
| hold / removal | jump_target[9] | 17660 | 2 |
Power is estimated from default activity; no workload was simulated.
