[design/flow/design.v]
module if_id (
    input  logic        clk,
    input  logic        reset,
    input  logic [31:0] if_instr,
    input  logic [31:0] if_pc4,
    input  logic        stall,
    output logic [31:0] id_instr,
    output logic [31:0] id_pc4, 
    output logic [31:0] ex_pc4,
    input  logic        flush  
);
always_ff @(posedge clk or posedge reset)
    begin
        if (reset) begin
            id_instr <= 32'b0;
            id_pc4   <= 32'b0;
        end 
        else if (flush) begin
            id_instr <= 32'b0;
            id_pc4   <= 32'b0;
        end
        else  if(!stall) begin
            id_instr <= if_instr;
            id_pc4   <= if_pc4;
        end
    end
 always_ff @(posedge clk or posedge reset) begin
    if (reset) begin
        ex_pc4 <= 32'b0;
    end
    else begin
        ex_pc4 <= id_pc4;
    end
end
endmodule
[design/flow/constraint.sdc]
current_design if_id

set clk_period 1.3
set clk_io_pct 0.2

create_clock -name clk0 -period $clk_period [get_ports {clk}]

set non_clock_inputs [all_inputs -no_clocks]
set_input_delay [expr $clk_period * $clk_io_pct] -clock clk0 $non_clock_inputs
set_output_delay [expr $clk_period * $clk_io_pct] -clock clk0 [all_outputs]
[design/flow/run.sh]
#!/bin/bash
# OpenROAD 26Q1-2900-gdf79404cd8, Yosys 0.63+post, stock flow scripts
make -C /OpenROAD-flow-scripts/flow DESIGN_CONFIG=/design/flow/config.mk WORK_HOME=/design/flow/orfs finish
[design/flow/config.mk]
export PLATFORM = sky130hd
export DESIGN_NAME = if_id
export DESIGN_NICKNAME = if_id
export VERILOG_FILES = /design/flow/design.v
export SDC_FILE = /design/flow/constraint.sdc
export NUM_CORES = 4
export LEC_CHECK = 1
export CORE_UTILIZATION = 30
==> notes.md <==
Flow results.

- The number of inserted diodes is 0.
- The count of final hold-check violations is 0.
- The wire-length estimate of the detail-placed layout is 5120 um.
- Summing the sequential cell areas from Yosys gives 70.3% of the chip area.
- The root buffer cell is clkbuf_16.
- The class of the most critical setup path is register to output port.
- The via count of the first global-routing pass is 2514.
- The report lists the power per cell area as 1170 nW/um^2.
- The final period demand of the worst path is 1.23 ns.
- The number of I/O port buffers is 163.
- The top cell type by instance count after synthesis is dfrtp_1.
- The data arrival time of the critical path is 0.97 ns.
- The worst-case reg-to-reg setup slack stands at 0.47 ns.
- The total standard cell area after synthesis is 3420 um^2.
- Summed over all routing layers, the global router reports a total usage of 14.3%.
- The core utilization at floorplan is 31.1%.
- The largest vdd supply drop is 0.810 mV.
- The main area contributors are dfrtp_1 70%, mux2i_1 19%, nor2_1 7.0%.
- Detailed-route iteration 0 reported a violation count of 62.
- The ratio of routed vias to standard cells is 4.28.
- STA reports the tightest min-delay check as being of type primary input to asynchronous set/reset pin.
- OpenROAD emitted warnings numbering 26.
- The number of synthesized flops with an enable pin is 0.
- The achievable clock frequency is 0.810 GHz.
- The clock tree synthesis step divided the H-tree into 3 levels.
- The tightest hold margin is 0.368 ns.
- At the later pin of the worst-skew pair, clock insertion delay measures 0.33 ns.
- CTS added clock buffers totalling 9.
- The layout summary lists the proportion of cells stronger than drive strength 1 as 10.4%.
- The post-detailed-route count of antenna-violating nets is 0.
- The cell type contributing the most total cell area after synthesis is dfrtp_1.
- The slew of the pin with the lowest slew margin is 0.300 ns.
- Cells fill 50.2% of the core in the end.
- The cell count in the Yosys report is 239.
- The total cell area at the placement stage is 5200 um^2.
- The number of buffers on the longest clock path is 2.
- The main flop type is dfrtp_1.
- The post-CTS hold buffer count recorded in the log is 0.
- Setup repair after global routing left no endpoint under its margin.
- Per the layout area report, the combinational gate area comes to 881 um^2.
- The placement row count is 38.
- The die width is 109 um.
- Ranked by instance count, the synthesized netlist is headed by 96 x dfrtp_1, 64 x mux2i_1, 64 x nor2_1.
- The tally of yosys warning messages is 1.
- The number of max-cap violations is 0.
- The average instance in the mapped netlist occupies 14.3 um^2.
- The pre-antenna-repair detailed-routing pass consisted of 4 iterations.
- Yosys reported a register bit count of 96.
- The post-route clock period utilization is 95.0%.
- The worst clock skew is 0.00289 ns.
- In this run the vertical extent of the chip is 109 um.
- From synthesis to final layout, the design area changed by 61.5%.
- The clock tree from TritonCTS is built.
- The fraction of registers with async set/reset is 100%.
- Setup violations remaining at the end of the flow were counted as 0.
- The required time of the worst setup path is 1.04 ns.
- The wire length of the first global-routing pass is 12800 um.
- Summed over all cells, the static leakage comes to 3.03 nW.
- For this run the aggregate overflow at the end of global routing stands at 0.
- After synthesis, the chip area reported by Yosys is 3420 um^2.
- The synthesized design devotes to its leading area cell type 70.3% of total area.
- After filler insertion, the fill cell instance count of the layout stands at 983.
- The family of cells with the greatest summed delay on the critical path is flip-flops.
- The final instance area is 5520 um^2.
- The clock transition at the register clock pins on the worst setup and hold paths after CTS is 0.06 ns.
- The type of origin of the critical path is a register.
- The maximum number of pins on one net before global-route repair is 65.
- The highest fanout seen on the critical path is 3.
- The type of destination of the critical path is an output port.
- Across all layers, the routed design uses 2450 vias.
- According to the floorplan report, the total die area is 11800 um^2.
- The post-detailed-route wirelength per cell is 13.8 um.
- The count of pins over their slew limit is 0.
- At the end of routability-driven placement, the weighted congestion stood at 0.727.
- The I/O pin total is 164.
- Across all checked pins, the minimum headroom to the slew limit is 80.0%.
- The cell sequence reported for the critical path is dlygate4sd2_1.
- The initial antenna violation count is 0.
- The number of remaining DRC errors is 0.
- The cell with the largest stage delay on the worst path is dfrtp_1.
- The detailed router reported a total wirelength of 7910 um.
- The delay contributed by the slowest stage of the critical path is 0.40 ns.
- The total power draw is 6.47 mW.
- In the synthesized netlist, the number of instances is 239.
- The flow ran to the end, and the final reports show no timing, DRC or antenna violations.
- The gate-level netlist out of Yosys references 8 unique cell types.
- The placeable core region is 11000 um^2.
- The total buffers and inverters traversed by the critical path is 1.
- Across the whole layout, storage elements account for 2400 um^2.
- The CTS log lists the clock sinks for this run as 96.
[power by group]
group	internal (mW)	switching (mW)
Clock	1.35	1.09
Combinational	0.519	0.286
Sequential	3.15	0.0657
[cells in the final DEF (no fill, tap or decap), drive strengths merged]
cell type and n:
buf 30, clkbuf 12, clkdlybuf4s50 65, clkinv 1, clkinvlp 3, dfrtp 96
dlygate4sd2 96, inv 1, mux2i 64, nor2 64
[final timing paths]
check | start | endpoint | cells after the start
worst max-delay path | id_pc4[22]$_DFFE_PP0P_ | id_pc4[22] | 1
worst min-delay path | reset | id_instr[30]$_DFFE_PP0P_ | 3
worst min register to register | id_pc4[20]$_DFFE_PP0P_ | ex_pc4[20]$_DFF_PP0_ | 0
max in group asynchronous | reset | ex_pc4[13]$_DFF_PP0_ | 3
worst max register to register | id_pc4[25]$_DFFE_PP0P_ | id_pc4[25]$_DFFE_PP0P_ | 3
min in group clk0 | id_pc4[20]$_DFFE_PP0P_ | ex_pc4[20]$_DFF_PP0_ | 0
[cells by family after synthesis]
logic type | count (synthesis) | synth area share (%)
buf+inv | 15 | 3.88
flops | 96 | 70.3
mux | 64 | 18.8
simple gates | 64 | 7.03
[what timing repair did]
| action | CTS | global route |
|---|---|---|
| gates resized | 96 | 0 |
| endpoints found under the setup margin | 96 | 0 |
| buffers inserted | 22 | 0 |
[sequential cells by signal, indices dropped and copies added (netlist names)]
register / count
ex_pc4: 32
id_instr: 32
id_pc4: 32
[per-stage QoR]
stage          std cells  setup slack, ns  setup TNS [ns]
5_1_grt              572           0.0172               0
6_report             572           0.0656               0
3_3_place_gp         534            0.190               0
4_1_cts              572           0.0412               0
3_5_place_dp         534            0.182               0
2_1_floorplan        239          -0.0937           -8.99
[metal layers]
layer / share of wire [%] / GRT usage [%] / vias up
met5: 0 / 0 / -
met4: 1.8 / 1.54 / 0
met3: 8.9 / 5.55 / 10
met2: 46 / 22.8 / 94
met1: 43 / 19.7 / 1182
li1: - / - / 1164
[layout make-up]
type	instances	area share (%)
flip-flops and latches	96	43.5
repair buffers	191	32.2
multi-input cells	128	16.0
clock buffers	12	4.47
well taps	140	3.17
clock inverters	4	0.522
inverters	1	0.136
Power is estimated from default activity; no workload was simulated.
